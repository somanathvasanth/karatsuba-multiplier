## flow/run.sh

```bash
#!/bin/bash
# OpenROAD 26Q1-2900-gdf79404cd8, Yosys 0.63+post, stock flow scripts
make -C /OpenROAD-flow-scripts/flow DESIGN_CONFIG=/design/flow/config.mk WORK_HOME=/design/flow/orfs finish
```

## flow/config.mk

```make
export PLATFORM = sky130hd
export DESIGN_NAME = check_subtract
export DESIGN_NICKNAME = check_subtract
export VERILOG_FILES = /design/flow/design.v
export SDC_FILE = /design/flow/constraint.sdc
export NUM_CORES = 4
export LEC_CHECK = 1
export CORE_AREA = 10 10 70 70
export DIE_AREA = 0 0 80 80
```

## flow/constraint.sdc

```tcl
current_design check_subtract

set clk_period 5.6
set clk_io_pct 0.2

create_clock -name clk0 -period $clk_period

set non_clock_inputs [all_inputs -no_clocks]
set_input_delay [expr $clk_period * $clk_io_pct] -clock clk0 $non_clock_inputs
set_output_delay [expr $clk_period * $clk_io_pct] -clock clk0 [all_outputs]
```

## flow/design.v

```verilog
module iterative_karatsuba_32_16(clk, rst, enable, A, B, C);
    input clk;
    input rst;
    input [31:0] A;
    input [31:0] B;
    output [63:0] C;
    input enable;
    wire [1:0] sel_x;
    wire [1:0] sel_y;
    wire [1:0] sel_z;
    wire [1:0] sel_T;
    wire done;
    wire en_z;
    wire en_T;
    wire [32:0] h1;
    wire [32:0] h2;
    wire [63:0] g1;
    wire [63:0] g2;
    assign C = g2;
    reg_with_enable #(.N(64)) Z(.clk(clk), .rst(rst), .en(en_z), .X(g1), .O(g2) );   
    reg_with_enable #(.N(33)) T(.clk(clk), .rst(rst), .en(en_T), .X(h1), .O(h2) );   
    iterative_karatsuba_datapath dp(.clk(clk), .rst(rst), .X(A), .Y(B), .Z(g2), .T(h2), .sel_x(sel_x), .sel_y(sel_y), .sel_z(sel_z), .sel_T(sel_T), .en_z(en_z), .en_T(en_T), .done(done), .W1(g1), .W2(h1));
    iterative_karatsuba_control control(.clk(clk),.rst(rst), .enable(enable), .sel_x(sel_x), .sel_y(sel_y), .sel_z(sel_z), .sel_T(sel_T), .en_z(en_z), .en_T(en_T), .done(done));
endmodule
module iterative_karatsuba_datapath(clk, rst, X, Y, T, Z, sel_x, sel_y, en_z, sel_z, en_T, sel_T, done, W1, W2);
    input clk;
    input rst;
    input [31:0] X;     
    input [31:0] Y;     
    input [32:0] T;     
    input [63:0] Z;     
    output  [63:0] W1;   
    output  [32:0] W2;   
    input [1:0] sel_x;   
    input [1:0] sel_y;   
    input en_z;          
    input [1:0] sel_z;   
    input en_T;          
    input [1:0] sel_T;   
    input done;   
          wire[15:0] X_l;
          wire [15:0] Y_l;
          wire [15:0] X_h;
          wire [15:0] Y_h;
    assign  X_l=X[15:0];
    assign  Y_l=Y[15:0];
    assign  X_h=X[31:16];
    assign  Y_h=Y[31:16];
    wire[16:0] X_sum;
    wire [16:0] Y_sum;
    adder_Nbit #(.N(16)) xsum (.a(X_h), .b(X_l), .cin(1'b0), .S(X_sum[15:0]), .cout(X_sum[16]));
    adder_Nbit #(.N(16)) ysum (.a(Y_h), .b(Y_l), .cin(1'b0), .S(Y_sum[15:0]), .cout(Y_sum[16]));
    reg [15:0] x_to_multiply;
reg [15:0] y_to_multiply;
reg [31:0] xshifted;
reg [31:0] yshifted;
    reg [32:0]Wreg;
    reg [63:0]W1reg;
    reg [63:0]W1reg1;
    reg [32:0]W2reg;
    reg [63:0]W2reg1;
    wire [31:0]W;
    wire [33:0] Wnow;
    reg [33:0] Wnowreg;
    reg [32:0] Wnowreg1;
        reg [33:0] onlyshifted;
    wire [32:0] sumint1;
 reg [32:0] yshifted1;
wire [33:0] sumint2;
wire ccc;
reg [33:0] yshifted11;
reg [33:0] newx;
 wire ddd;
reg [33:0] xshifted11;
reg [33:0] newy; 
 wire eee;
reg [63:0] shift_w_by_32bit;
reg [63:0] shift_t_by_16bits;
 wire x;
wire xx;
wire pp;
reg [32:0] neww;
wire xxx;
       wire yyy;
reg [33:0]newT;
wire [33:0] answer;
mult_16 multiply (
    .X(x_to_multiply),
    .Y(y_to_multiply),
    .Z(W[31:0])
);
adder_Nbit #(.N(32)) shiftsum (.a(W[31:0]), .b(xshifted[31:0]), .cin(1'b0), .S(sumint1[31:0]), .cout(sumint1[32]));
adder_Nbit #(.N(33)) shiftsum11 (.a(sumint1[32:0]), .b(yshifted1[32:0]), .cin(1'b0), .S(sumint2[32:0]), .cout(sumint2[33]));
 reg [33:0] wnow1st;
 reg [33:0] wnow2nd;
adder_Nbit #(.N(34)) shiftsum1111111 (.a(wnow1st), .b(wnow2nd), .cin(1'b0), .S(Wnow[33:0]), .cout(eee)); 
reg [63:0]w11st;
reg [63:0]w12nd;
 adder_Nbit #(.N(64)) wsum2 (.a(w11st), .b(w12nd), .cin(1'b0), .S(W1[63:0]), .cout(xx));
 reg [32:0]w21st;
 reg [32:0]w22nd;
adder_Nbit #(.N(33)) wsum212 (.a(w21st), .b(w22nd), .cin(1'b0), .S(W2[32:0]), .cout(pp));
subtract_Nbit #(.N(34)) asdfff (.a(Wnow[33:0]), .b({1'b0,T[32:0]}), .cin(1'b0), .S(answer[33:0]), .ov(xxx), .cout_sub(yyy)); 
     always@(*) begin
    case (sel_x)
    2'b01: begin
    x_to_multiply=X_l[15:0];
    end
    2'b10 :begin
     x_to_multiply=X_h[15:0];
    end
    2'b11: begin
     x_to_multiply=X_sum[15:0];
    end
    default:begin
    end
    endcase
    case (sel_y)
    2'b01: begin
     y_to_multiply=Y_l[15:0];
    end
    2'b10: begin
    y_to_multiply=Y_h[15:0];
    end
    2'b11: begin
     y_to_multiply=Y_sum[15:0];
    end
     default:begin
    end
    endcase
    case (X_sum[16])
    1'b1:begin
        case(Y_sum[16])
        1'b1:
        begin
         onlyshifted = {2'b01, 32'b0};
         xshifted = {X_sum[15:0], 16'b0};
         yshifted = {Y_sum[15:0], 16'b0};
         yshifted1={1'b0,xshifted[31:0]};
        wnow1st=sumint2[33:0];
        wnow2nd=onlyshifted[33:0];
        end
        1'b0:
        begin
             yshifted11={2'b0,Y_sum[15:0],16'b0};
             newx={18'b0,X_sum[15:0]};
           wnow1st=newx[33:0];
           wnow2nd=yshifted11[33:0];
        end
        endcase
        end
    1'b0:begin
          case(Y_sum[16])
        1'b1:
        begin
             xshifted11={2'b00,X_sum[15:0],16'b0000000000000000};
             newy = {18'b000000000000000000, Y_sum[15:0]};
           wnow1st=newy[33:0];
           wnow2nd=xshifted11[33:0];
        end
        1'b0:
        begin
             Wnowreg1[33:0]={2'b0,W[31:0]};
             wnow1st=34'b0;
             wnow2nd=Wnowreg1;
        end
        endcase
    end
    endcase
    case (en_z)
    1'b1:begin
        case(sel_z)
    2'b01:begin
     W1reg1[31:0]=W[31:0];
     W1reg1[63:32]={32{1'b0}};
     w11st=W1reg1;
     w12nd=64'b0;
    end
    2'b10:begin
    w11st=Z[63:0];
    w12nd={W[31:0], 32'b0};
    end
    2'b11:begin
     shift_t_by_16bits={15'b0,T[32:0],16'b0};
    w11st=Z[63:0];
    w12nd={15'b0,T[32:0],16'b0};
    end
        default:begin
            w11st=63'b0;
            w12nd=63'b0;
    end
        endcase
    end
    default: begin
    end
    endcase
    case (en_T)
        1'b1:begin
    case (sel_T)
    2'b01:begin
     W2reg1[32:0]={1'b0,W[31:0]};
     w21st=33'b0;
     w22nd=W2reg1;
    end
     2'b10:begin
         neww={1'b0,W[31:0]};
    w21st=T[32:0];
    w22nd=neww[32:0];
    end
     2'b11:begin
        newT={1'b0,T[32:0]};
     W2reg1[32:0]=answer[32:0];
     w21st=33'b0;
     w22nd=W2reg1;    
    end
         default:begin
            w21st=33'b0;
            w22nd=33'b0;
    end
        endcase
    end
    default:begin
    end
    endcase
     end
endmodule
module iterative_karatsuba_control(clk,rst, enable, sel_x, sel_y, sel_z, sel_T, en_z, en_T, done);
    input clk;
    input rst;
    input enable;
    output reg [1:0] sel_x;
    output reg [1:0] sel_y;
    output reg [1:0] sel_z;
    output reg [1:0] sel_T;    
    output reg en_z;
    output reg en_T;
    output reg done;
    reg [5:0] state, nxt_state;
    parameter S0 = 6'b000001;
    parameter S1 = 6'b000010;
    parameter S2 = 6'b000100;
    parameter S3 = 6'b001000;
    parameter S4 = 6'b010000;
    parameter S5 = 6'b100000;
    always @(posedge clk) begin
        if (rst) begin
            state <= S0;
        end
        else if (enable) begin
            state <= nxt_state;
        end
    end
    always@(*) begin
        case(state) 
            S0: 
                begin
				sel_x=2'b00;
                sel_y=2'b00;
                sel_z=2'b00;
                sel_T=2'b00;
                en_T=1'b1;
                en_z=1'b1;
                done=1'b0;
                nxt_state=S1;
                end
            S1 :
                  begin
				sel_x=2'b01;
                sel_y=2'b01;
                sel_z=2'b01;
                sel_T=2'b01;
                en_T=1'b1;
                en_z=1'b1;
                done=1'b0;
                nxt_state=S2;
                end
            S2 :
                  begin
				sel_x=2'b10;
                sel_y=2'b10;
                sel_z=2'b10;
                sel_T=2'b10;
                en_T=1'b1;
                en_z=1'b1;
                done=1'b0;
                nxt_state=S3;
                end
              S3 :
                begin
				sel_x=2'b11;
                sel_y=2'b11;
                sel_z=2'b10;
                sel_T=2'b11;
                en_T=1'b1;
                en_z=1'b0;
                done=1'b0;
                nxt_state=S4;
                end
                S4 :
                begin
                sel_x=2'b11;
                sel_y=2'b11;
                sel_z=2'b11;
                sel_T=2'b11;
                en_T=1'b0;
                en_z=1'b1;
                done=1'b0;
                nxt_state=S5;
                end
                S5 :
                begin
				sel_x=2'b00;
                sel_y=2'b00;
                sel_z=2'b00;
                sel_T=2'b00;
                en_T=1'b1;
                en_z=1'b1;
                done=1'b1;
                end
            default: 
                begin
                sel_x=2'b00;
                sel_y=2'b00;
                sel_z=2'b00;
                sel_T=2'b00;
                en_T=0;
                en_z=0;
                done=1'b0;
                nxt_state=S0;    
                end            
        endcase
    end
endmodule
module reg_with_enable #(parameter N = 32) (clk, rst, en, X, O );
    input [N:0] X;
    input clk;
    input rst;
    input en;
    output [N:0] O;
    reg [N:0] R;
    always@(posedge clk) begin
        if (rst) begin
            R <= {N{1'b0}};
        end
        if (en) begin
            R <= X;
        end
    end
    assign O = R;
endmodule
module mult_16(X, Y, Z);
input [15:0] X;
input [15:0] Y;
output [31:0] Z;
assign Z = X*Y;
endmodule
module full_adder(a, b, cin, S, cout);
input a;
input b;
input cin;
output S;
output cout;
assign S = a ^ b ^ cin;
assign cout = (a&b) ^ (b&cin) ^ (a&cin);
endmodule
module check_subtract (A, B, C);
 input [7:0] A;
 input [7:0] B;
 output [8:0] C;
 assign C = A - B; 
endmodule
module adder_Nbit #(parameter N = 32) (a, b, cin, S, cout);
input [N-1:0] a;
input [N-1:0] b;
input cin;
output [N-1:0] S;
output cout;
wire [N:0] cr;  
assign cr[0] = cin;
generate
    genvar i;
    for (i = 0; i < N; i = i + 1) begin
        full_adder addi (.a(a[i]), .b(b[i]), .cin(cr[i]), .S(S[i]), .cout(cr[i+1]));
    end
endgenerate    
assign cout = cr[N];
endmodule
module Not_Nbit #(parameter N = 32) (a,c);
input [N-1:0] a;
output [N-1:0] c;
generate
genvar i;
for (i = 0; i < N; i = i+1) begin
    assign c[i] = ~a[i];
end
endgenerate 
endmodule
module Complement2_Nbit #(parameter N = 32) (a, c, cout_comp);
input [N-1:0] a;
output [N-1:0] c;
output cout_comp;
wire [N-1:0] b;
wire ccomp;
Not_Nbit #(.N(N)) compl(.a(a),.c(b));
adder_Nbit #(.N(N)) addc(.a(b), .b({ {N-1{1'b0}} ,1'b1 }), .cin(1'b0), .S(c), .cout(ccomp));
assign cout_comp = ccomp;
endmodule
module subtract_Nbit #(parameter N = 32) (a, b, cin, S, ov, cout_sub);
input [N-1:0] a;
input [N-1:0] b;
input cin;
output [N-1:0] S;
output ov;
output cout_sub;
wire [N-1:0] minusb;
wire cout;
wire ccomp;
Complement2_Nbit #(.N(N)) compl(.a(b),.c(minusb), .cout_comp(ccomp));
adder_Nbit #(.N(N)) addc(.a(a), .b(minusb), .cin(1'b0), .S(S), .cout(cout));
assign ov = (~(a[N-1] ^ minusb[N-1])) & (a[N-1] ^ S[N-1]);
assign cout_sub = cout | ccomp;
endmodule
module Left_barrel_Nbit #(parameter N = 32)(a, n, c);
input [N-1:0] a;
input [$clog2(N)-1:0] n;
output [N-1:0] c;
generate
genvar i;
for (i = 0; i < $clog2(N); i = i + 1 ) begin: stage
    localparam integer t = 2**i;
    wire [N-1:0] si;
    if (i == 0) 
    begin 
        assign si = n[i]? {a[N-t:0], {t{1'b0}}} : a;
    end    
    else begin 
        assign si = n[i]? {stage[i-1].si[N-t:0], {t{1'b0}}} : stage[i-1].si;
    end
end
endgenerate
assign c = stage[$clog2(N)-1].si;
endmodule
```

==> impl_metrics.xml <==
<?xml version="1.0" encoding="UTF-8"?>
<metrics>
  <group name="power">
    <metric name="p_leak" unit="uW">0.000291</metric>
    <metric name="power_density" unit="nW/um^2">105</metric>
    <metric name="maximum_vdd_drop" unit="mV">0.0375</metric>
  </group>
  <group name="yosys">
    <metric name="yosysChipArea" unit="um^2">354</metric>
    <metric name="area_leaders" unit="">ha_1 (28%), inv_1 (13%), xnor2_1 (9.9%)</metric>
    <metric name="syn_inst" unit="">48</metric>
    <metric name="synth.lib_cells_used.distinct" unit="">21</metric>
    <metric name="yosysCellCount" unit="">48</metric>
    <metric name="yosys.area.top_type" unit="">ha_1</metric>
    <metric name="mappedNetlistArea" unit="um^2">354</metric>
    <metric name="top_area_share" unit="%">28.3</metric>
    <metric name="postSynthAreaPerCell" unit="um^2">7.38</metric>
    <metric name="common_cells" unit="">inv_1 (12), ha_1 (8), nor2_1 (5)</metric>
    <metric name="yosys_warnings" unit="">0</metric>
    <metric name="yosysMostFrequentCell" unit="">inv_1</metric>
    <metric name="seq_area_frac_synth" unit="%">0</metric>
  </group>
  <group name="drt">
    <metric name="detail_route.antenna_diodes" unit="">0</metric>
    <metric name="antenna_left" unit="">0</metric>
    <metric name="post_route_drc_violation_count" unit="">0</metric>
    <metric name="drt_pre_antenna_iters" unit="">2</metric>
    <metric name="totalWireLength" unit="mm">1.10</metric>
    <metric name="iteration_0_drc_count_of_the_detailed_router" unit="">2</metric>
    <metric name="avgViaCountPerCell" unit="">3.20</metric>
    <metric name="wire_per_inst" unit="um">9.22</metric>
    <metric name="routed-via-count" unit="">381</metric>
  </group>
  <group name="clocking">
    <metric name="postCtsHoldBufs" unit="">0</metric>
    <metric name="postCtsSetupRepairBufs" unit="">0</metric>
    <metric name="cts_repair_resize_count" unit="">0</metric>
  </group>
  <group name="layout">
    <metric name="drive_gt1_share" unit="%">5.48</metric>
    <metric name="clock_buf_count" unit="">0</metric>
    <metric name="area_growth" unit="%">86.9</metric>
    <metric name="fillerInstances" unit="">403</metric>
    <metric name="sequential_cell_total" unit="">0</metric>
    <metric name="final_cell_count_no_fill" unit="">119</metric>
    <metric name="seq_area" unit="um^2">0</metric>
  </group>
  <group name="timing">
    <metric name="final-max-slew-violation-count" unit="">0</metric>
    <metric name="final.period_utilization" unit="%">79.9</metric>
    <metric name="grt_setup_unrepaired" unit="">no</metric>
    <metric name="period_minus_slack" unit="ns">4.48</metric>
    <metric name="finalSetupTns" unit="ns">0</metric>
    <metric name="worst_slew_margin_rel" unit="%">83.7</metric>
    <metric name="max_freq" unit="GHz">0.223</metric>
    <metric name="final_hold_viol_count" unit="">0</metric>
    <metric name="timing.final.setup_violations" unit="">0</metric>
    <metric name="worst_slew_pin_slew" unit="ns">0.244</metric>
  </group>
  <group name="global_route">
    <metric name="antenna_violations_before_repair" unit="">0</metric>
    <metric name="wire_length_of_the_first_global_routing_pass" unit="mm">1.93</metric>
    <metric name="overflow" unit="">0</metric>
    <metric name="grt_max_degree" unit="">6</metric>
    <metric name="groute.usage.overall" unit="%">3.61</metric>
    <metric name="first_global_vias" unit="">437</metric>
  </group>
  <group name="worst_setup_path">
    <metric name="critical_path_class" unit="">in -&gt; out</metric>
    <metric name="setup.worst_path.end_class" unit="">primary output</metric>
    <metric name="path_max_fanout" unit="">3</metric>
    <metric name="startpoint_types" unit="">primary input</metric>
    <metric name="dominant_cell_type_by_count_on_the_critical_path" unit="">clkdlybuf4s50_1</metric>
    <metric name="critPathArrivalTime" unit="ns">3.36</metric>
    <metric name="cp_slowest_stage_delay" unit="ns">0.48</metric>
    <metric name="worstPathRequired" unit="ns">4.48</metric>
    <metric name="timing.critical_path.cells" unit="">clkdlybuf4s50_1 &gt; inv_1 &gt; ha_1 &gt; fa_1 &gt; nor2b_4 &gt; o21ai_2 &gt; a21boi_2 &gt; o21ai_1 &gt; a21oi_2 &gt; clkdlybuf4s50_1</metric>
    <metric name="worst_path_max_delay_cell" unit="">clkdlybuf4s50_1</metric>
    <metric name="crit_family" unit="">buffers and inverters</metric>
    <metric name="cp_num_buf_inv" unit="">3</metric>
  </group>
  <group name="run_status">
    <metric name="outcome" unit="">finished clean</metric>
  </group>
  <group name="floorplan">
    <metric name="die_height" unit="um">80</metric>
    <metric name="core_area" unit="um^2">3420</metric>
    <metric name="chipWidth" unit="um">80</metric>
    <metric name="design.die.area" unit="um^2">6400</metric>
    <metric name="core_util_floorplan" unit="%">10.4</metric>
    <metric name="core.rowCount" unit="">21</metric>
    <metric name="io_pins" unit="">25</metric>
  </group>
  <group name="job">
    <metric name="timing.max_cap.violations" unit="">0</metric>
    <metric name="tool_warnings" unit="">32</metric>
  </group>
  <group name="placement">
    <metric name="post-place-cells" unit="">119</metric>
    <metric name="dp.final_hpwl" unit="mm">1.01</metric>
    <metric name="place.gp.congestion" unit="">0.730</metric>
    <metric name="port-buffer-count" unit="">25</metric>
  </group>
  <group name="hold_path">
    <metric name="worst_hold_path_type" unit="">in -&gt; out</metric>
    <metric name="source_of_the_worst_hold_timing_path" unit="">A[0]</metric>
    <metric name="holdPathEnd" unit="">C[0]</metric>
    <metric name="worstHoldPathCells" unit="">5</metric>
  </group>
</metrics>
[worst min-delay path: cells and delay by family]
kind       cells  cell delay, ns
buf+inv        4            0.87
fa+ha+maj      1            0.12
[power by group]
group          leakage [uW]  switching (uW)  internal (uW)
Sequential                0               0              0
Clock                     0               0              0
Combinational      0.000291            23.3           46.2
[cell usage in the layout (no fill, tap or decap), types with 3 or more instances in the layout]
| master | count |
|---|---|
| ha_1 | 8 |
| clkdlybuf4s50_1 | 25 |
| nor2_1 | 5 |
| o21a_1 | 3 |
| inv_1 | 12 |
| xnor2_1 | 4 |
[stage by stage]
step,hold WS (ns),cell area [um^2],power (uW),util (%),setup WS (ns)
global placement,3.25,662,70.0,19.4,1.11
floorplan,2.35,354,30.0,-,2.15
CTS,3.26,662,71.2,19.4,1.10
global route,3.30,662,78.3,19.4,0.982
detailed placement,3.25,662,70.5,19.4,1.10
finish,3.24,662,69.5,19.4,1.12
[routing by layer]
metal	GRT usage, %	part of all wire [%]	vias to the layer above
li1	-	-	209
met1	5.10	52	154
met2	5.46	36	18
met3	1.25	11	0
met4	0	0	0
met5	0	0	-
[area by class of cell]
type / instances / area, um^2 / area share [%]
multi-input combinational: 36 / 309 / 46.7
timing repair buffer: 25 / 250 / 37.8
tap: 46 / 57.6 / 8.70
inverter: 12 / 45.0 / 6.81
[kinds of logic (layout without fill, tap and decap cells)]
logic type | Yosys count | count (layout) | share of synthesized area (%)
compound gates | 13 | 13 | 28.3
xor+xnor | 4 | 4 | 9.89
fa+ha+maj | 9 | 9 | 33.9
buf+inv | 12 | 37 | 12.7
simple gates | 10 | 10 | 15.2
[worst max path at each step]
stage / from / endpoint / slack, ns / depth (start not counted)
6_report: A[0] / C[6] / 1.12 / 10
5_1_grt: A[0] / C[6] / 0.98 / 10
4_1_cts: A[0] / C[6] / 1.10 / 10
Power is estimated from default activity; no workload was simulated.
